### flow/design.v
module b16fpmul_pipe (          
    input [15:0] oprA, oprB,
    input clk,
    input rst,
    output reg [15:0] Result
);    
    reg SA, SB, SR;                  
    reg [5:0] ExpZ; 
    reg [4:0] ExpA, ExpB, ExpR;      
    reg [9:0] FracA, FracB, FracR;   
    reg [21:0] FracZ;                
    reg [21:0] FracZ_reg;
    reg [5:0] ExpR_reg;
    reg SRreg; 
    always @(*) begin
        SA = oprA[15];
        SB = oprB[15];
        ExpA = oprA[14:10];
        ExpB = oprB[14:10];
        FracA = oprA[9:0];
        FracB = oprB[9:0]; 
        SR = SA ^ SB;
        FracZ = {1'b1, FracA} * {1'b1, FracB};
        ExpZ = ExpA + ExpB;
        ExpZ = ExpZ - 15;
    end
    always @(posedge clk) begin
        if (rst) begin
            FracZ_reg <= 0;
            ExpR_reg <= 0;
            SRreg <= 0;
        end else begin
            FracZ_reg <= FracZ;
            ExpR_reg <= ExpZ[5:0];
            SRreg <= SR;
        end
    end
    reg [4:0] ExpR_out;
    always @(*) begin
        ExpR_out = FracZ_reg[21] ? ExpR_reg[4:0] + 1 : ExpR_reg[4:0];
        FracR = FracZ_reg[21] ? FracZ_reg[20:11] : FracZ_reg[19:10];
        if (ExpR_reg[5] == 1) begin
            Result = 16'b0;
        end else begin
            Result = {SRreg, ExpR_out[4:0], FracR};
        end
    end
endmodule
### flow/run.sh
#!/bin/bash
# OpenROAD 26Q1-2900-gdf79404cd8, Yosys 0.63+post, stock flow scripts
make -C /OpenROAD-flow-scripts/flow DESIGN_CONFIG=/design/flow/config.mk WORK_HOME=/design/flow/orfs finish
### flow/config.mk
export PLATFORM = sky130hd
export DESIGN_NAME = b16fpmul_pipe
export DESIGN_NICKNAME = b16fpmul_pipe
export VERILOG_FILES = /design/flow/design.v
export SDC_FILE = /design/flow/constraint.sdc
export NUM_CORES = 4
export LEC_CHECK = 1
export CORE_UTILIZATION = 30
### flow/constraint.sdc
current_design b16fpmul_pipe

set clk_period 8.3
set clk_io_pct 0.2

create_clock -name clk0 -period $clk_period [get_ports {clk}]

set non_clock_inputs [all_inputs -no_clocks]
set_input_delay [expr $clk_period * $clk_io_pct] -clock clk0 $non_clock_inputs
set_output_delay [expr $clk_period * $clk_io_pct] -clock clk0 [all_outputs]
==> summary.txt <==
run results: global-route wire length before repair 18.1 mm, Final Util 35.4%, Placement Setup Slack 1.04 ns, met2 wire length 4.31 mm, final wirelength 10.2 mm, area grow syn2layout 15.7%, Worst setup EP type flip-flop, met3 routed WL 832 um, fmax 143 MHz, initial antenna violation count 0, # rows 46, CTS Hold Bufs 0, Top cells excl fill/tap 127 x inv_1, 80 x fa_1, 66 x ha_1, headroom to the max-slew limit 50.2%, Largest register FFs 12, num ports 50, Crit Path Class in2reg, endpoints failing setup 0, port buffer count 49, Worst EP required 8.43 ns, Num CTS Buffers 3, CP peak stage delay 0.80 ns, number of global-route vias before repair 3733, post-route antenna net violation count 0, post-synth top area share 32.9%, Synth area leaders fa_1 33%, ha_1 17%, inv_1 9.8%, DR iter-0 viols 137, #FFs+latches synth 19, DRC viols 0, CP delay by family, top adder cells, drt first pass iters 4, Resized cells post-CTS 0, setup ws final 1.33 ns, average cell area after synthesis 8.60 um2, Post-Synthesis Cells 566, Setup Total Neg Slack 0 ns, mapped cell area 4870 um2, CTS root buf clkbuf_16, Post-synth EDFFs 0, Avg WL per Cell 12.6 um, crit-path max FO 11, total tool warning count 26, CTS clk-pin slew, worst paths 0.05 ns, Overflow after GRT 0, die y size 129 um, Yosys top cell by area fa_1, WHS 2.03 ns, Stages on worst setup path 18, Logic area 3930 um2, worst hold path type in2reg, Synth Flop Type dfxtp_1, total power 1680 uW, largest net degree at the start of global routing 29, RSZ-0062 raised after global routing false, worst slew pin tran 0.746 ns, Max Buffers Root-to-Sink 2, final hold vios 0, vias after detailed routing 3558, Power Density 299 nW/um2, post-synthesis sequential area ratio 7.81%, hpwl dp 8.59 mm, cell count in the Yosys report 566, Worst Path Buf+Inv 6, CTS tree done, RePlAce Congestion 0.883, Slew Limit Fails 0, fraction of layout cells with a size suffix above 1 1.51%, Max Cap Violations 0, Top Layer Used met4, clock period minus worst slack 6.97 ns, via/cell ratio 4.37, Global Route Usage Sum 14.0%, Max rail drop VDD 0.196 mV, slowest CP cell clkdlybuf4s50_1, M1 WL 5.03 mm, status completed, Yosys chip area 4870 um2, Fillers 1662, Critical Path Source Type input port, Floorplan Utilization 30.6%, crit path DAT 7.11 ns, Distinct cells, synth 40, Die ar. 16700 um2, Core ar. 15900 um2, chip width 129 um, Tcrit/Tclk final 84.0%, setup bufs post-CTS 0, # diodes 0, critical path cell sequence clkdlybuf4s50_1, nand2_1, fa_1, inv_1, fa_1, inv_1, fa_1, inv_1, fa_1, inv_1, fa_1, inv_1, ha_1, a21oi_1, o21a_1, o31ai_4, a311oi_1, mux2_1, P_leak 0.00282 uW, CTS sink count 19, H-tree levels 1, most common cell after layout, fill and taps aside inv_1, Register Area 380 um2, Worst Hold Path Cells 3, yosys warns 1, Async S/R FF share, synth 0%
[per-layer routing]
metal	global-route usage, %	up-vias
li1	-	1803
met1	21.0	1657
met2	20.9	90
met3	4.84	8
met4	1.11	0
met5	0	-
[final cells by class]
cell class | instances | area share, %
clock buffers | 4 | 1.40
well taps | 216 | 4.80
multi-input cells | 398 | 69.7
repair buffers | 50 | 8.85
flip-flops and latches | 19 | 6.76
inverters | 127 | 8.47
[stage by stage]
stage	instances	area, um2
finish	814	5630
floorplan	566	4870
global placement	810	5550
CTS	814	5630
detailed placement	810	5550
global route	814	5630
[cells in the mapped netlist (2+ instances only)]
master,number
a21oi_1,14
nand3_1,3
xnor2_1,5
buf_2,2
a21o_1,8
dfxtp_1,19
fa_1,80
o21ai_0,4
and2_1,40
o21a_1,5
o22ai_1,2
nand4_1,4
mux2_1,8
mux2i_1,12
a31oi_1,6
inv_1,127
ha_1,66
nand2b_1,2
o31ai_4,2
nor2b_1,9
xor2_1,6
nor2_1,42
o2111ai_1,2
nor3_1,3
clkbuf_1,20
and3_1,3
nand2_1,59
[logic make-up (layout without fill, tap and decap cells)]
kind of cell | count (synthesis) | after routing | synth area share, %
fa+ha+maj | 146 | 146 | 49.9
flops | 19 | 19 | 7.81
simple gates | 168 | 168 | 16.4
mux | 20 | 20 | 4.32
compound gates | 53 | 53 | 8.10
xor+xnor | 11 | 11 | 1.98
buf+inv | 149 | 181 | 11.5
[report_power, final]
group          switching, uW  internal [uW]  total, uW
registers               23.0            127        150
clock network           32.4           65.2       97.6
logic                    793            640       1430
[worst paths after layout]
kind	startpoint	endpoint
hold / removal	oprA[15]	SRreg$_SDFF_PP0_
setup / recovery	oprB[4]	FracZ_reg[19]$_SDFF_PP0_
Power is estimated from default activity; no workload was simulated.
