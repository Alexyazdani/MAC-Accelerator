==> design.v <==
module b16fpadd_pipe (oprA, oprB, clk, reset, pipe_en, Result);         
    input [15:0] oprA, oprB;
    input clk, reset, pipe_en;
    output reg [15:0] Result;
    reg SA, SB, SR;                  
    reg [4:0] ExpA, ExpB, ExpR;      
    reg [9:0] FracA, FracB, FracR;   
    reg [11:0] FracA_ext, FracB_ext;  
    reg [12:0] FracZ;
    reg [4:0] ExpDiff;
    integer i;
    reg [3:0] shift_amt;
    always @(*) begin
        SA = oprA[15];
        SB = oprB[15];
        ExpA = oprA[14:10];
        ExpB = oprB[14:10];
        FracA = oprA[9:0];
        FracB = oprB[9:0];
        FracA_ext = (ExpA == 0) ? {1'b0, FracA, 1'b0} : {1'b1, FracA, 1'b0};   
        FracB_ext = (ExpB == 0) ? {1'b0, FracB, 1'b0} : {1'b1, FracB, 1'b0};   
        if (ExpA > ExpB) begin
            ExpDiff = ExpA - ExpB;
            FracB_ext = FracB_ext >> ExpDiff;
            ExpR = ExpA;
        end else begin
            ExpDiff = ExpB - ExpA;
            FracA_ext = FracA_ext >> ExpDiff;
            ExpR = ExpB;
        end
        if (SA == SB) begin
            FracZ = FracA_ext + FracB_ext;
            SR = SA;
        end else begin
            if (FracA_ext >= FracB_ext) begin
                FracZ = FracA_ext - FracB_ext;
                SR = SA;
            end else begin
                FracZ = FracB_ext - FracA_ext;
                SR = SB;
            end
        end
    end 
    reg [4:0] ExpR_reg;
    reg [12:0] FracZ_reg;
    reg SR_reg;
    always @(posedge clk) begin
        if (reset) begin
            ExpR_reg <= 0;
            FracZ_reg <= 0;
            SR_reg <= 0;
        end else if (pipe_en) begin
            ExpR_reg <= ExpR;
            FracZ_reg <= FracZ;
            SR_reg <= SR;
        end
    end
    reg [4:0] ExpR_norm;
    reg [9:0] FracR_norm;
    reg [12:0] FracZ_norm;
    reg SR_norm;
    always @(*) begin
        if (FracZ_reg == 0) begin
            ExpR_norm = 0;
            FracR_norm = 0;
            SR_norm = 0;
        end else begin
            casex (FracZ_reg)
                13'b1xxxxxxxxxxxx: shift_amt = 0;
                13'b01xxxxxxxxxxx: shift_amt = 1;
                13'b001xxxxxxxxxx: shift_amt = 2;
                13'b0001xxxxxxxxx: shift_amt = 3;
                13'b00001xxxxxxxx: shift_amt = 4;
                13'b000001xxxxxxx: shift_amt = 5;
                13'b0000001xxxxxx: shift_amt = 6;
                13'b00000001xxxxx: shift_amt = 7;
                13'b000000001xxxx: shift_amt = 8;
                13'b0000000001xxx: shift_amt = 9;
                13'b00000000001xx: shift_amt = 10;
                13'b000000000001x: shift_amt = 11;
                13'b0000000000001: shift_amt = 12;
                default: shift_amt = 13;
            endcase
            FracZ_norm = FracZ_reg << shift_amt;
            ExpR_norm = ExpR_reg - shift_amt + 1;
            FracR_norm = FracZ_norm[11:2];
            SR_norm = SR_reg;
        end
        Result = {SR_norm, ExpR_norm, FracR_norm};
    end
endmodule
==> run.sh <==
#!/bin/bash
# OpenROAD 26Q1-2900-gdf79404cd8, Yosys 0.63+post, stock flow scripts
make -C /OpenROAD-flow-scripts/flow DESIGN_CONFIG=/design/flow/config.mk WORK_HOME=/design/flow/orfs finish
==> config.mk <==
export PLATFORM = sky130hd
export DESIGN_NAME = b16fpadd_pipe
export DESIGN_NICKNAME = b16fpadd_pipe
export VERILOG_FILES = /design/flow/design.v
export SDC_FILE = /design/flow/constraint.sdc
export NUM_CORES = 4
export LEC_CHECK = 1
export CORE_UTILIZATION = 40
==> constraint.sdc <==
current_design b16fpadd_pipe

set clk_period 10.0
set clk_io_pct 0.2

create_clock -name clk0 -period $clk_period [get_ports {clk}]

set non_clock_inputs [all_inputs -no_clocks]
set_input_delay [expr $clk_period * $clk_io_pct] -clock clk0 $non_clock_inputs
set_output_delay [expr $clk_period * $clk_io_pct] -clock clk0 [all_outputs]
==> metrics.cfg <==
[run_status]
status=complete, no violations

[floorplan]
design.portCount=51
core_um2=11600
fp_util=0.416
std_cell_rows=39
die_y_um=112
chipArea_um2=12500
die_w_um=112

[timing]
hold_violations=0
rsz0062_at_grt=false
finalClockPeriodUsage=0.898
fin_ws_ns=1.02
period_minus_slack_ns=8.98
setup_tns_ns=0
fmax_mhz=111
worst-slew-pin-transition_ns=0.867
drv_slew=0
slew_headroom=0.421
setup_viol=0
fin_skew_ns=0

[pwr]
seq_power_share=0.105
power.net_switching_uw=503
p_leak_nw=2.36
ir_drop_uv=64.6
intPower_uw=501
powerDensity_nw_per_um2=184
swShare=0.501
clkPwrFrac=0.080
combPwrFrac=0.814

[global_route]
track_usage=0.263
grt_pass1_wl_mm=25.7
grt_pass1_vias=4810
met3_usage=0.0283
overflow=0
grt_max_degree=38
antenna_found_initial=0
busiest_layer=met2
grtUsageMet1=0.388
use_met2=0.429

[worst_setup_path]
worstSetupStartpoint=oprA[10]
path_buffers=2
reg2reg_slack_ns=9.11
crit_type=in -> reg
path_depth=24
rr_worst_depth=3
endpoint=FracZ_reg[5]$_SDFFE_PP0P_
path_common_cell=nand2_1
slowest_stage=a21oi_4
r2r-start=FracZ_reg[11]$_SDFFE_PP0P_
r2r_end=FracZ_reg[11]$_SDFFE_PP0P_
path_cells=clkdlybuf4s50_1, inv_1, ha_1, and3_1, and3_2, a21oi_4, mux2i_1, mux2i_1, nand2_1, nand2_1, a21oi_1, nand2_1, nand2_1, ha_1, nor2_1, nand3_1, o21ai_0, o221a_2, or3_1, or2_2, or4b_4, a311o_1, a21o_1, a32o_1
crit_family=simple AND/OR/NAND/NOR gates
cpPeakStageDelay_ns=0.67
path_max_fanout=27
cp.required_ns=10.14
end_kind=register
start_kind=input port
critical_path_arrival_ns=9.12

[routing]
drc=0
first_pass_iters=25
antenna-diode-count=0
via_per_inst=6.01
drtIter0Drc=410
vias=5123
drt-total-wl_mm=15.9
ant_nets=0
routedWlPerCell_um=18.6

[place]
gp_congestion=1.01
place_area_um2=5380
place_hpwl_mm=13.0
dp_slack_ns=0.823
portBuffers=50

[synth]
ys_seq_frac=0.0791
synth_cell_types=73
syn_avg_cell_area_um2=7.01
syn_inst=686
topCellsByArea=ha_1 (13%), mux2i_1 (9.2%), dfxtp_1 (7.9%), a21oi_1 (5.7%), nand2_1 (5.6%)
ys_area_um2=4810
post-synth-top-area-fraction=0.130
yosysCellCount=686
flop_cell=dfxtp_1
yosysWarnings=1
syn_area_um2=4810
edf_count=0
ys.flops=19
top_area_cell=ha_1
async_flop_share=0

[finish]
fin_area_um2=5460
syn_to_final_growth_pct=13.4
drive_above_1_share=0.0550
largest_reg_flops=13
utilization=0.472

[clocking]
ctsResizeCount=0
clock-root-buffer=clkbuf_16
path_clk_slew_ns=0.05
clockBufferDepth=2
post_cts_buffers=0
cts.sinks=19
tritoncts=built
htree_levels=1
cts-buffers-inserted=3
clock_latency_ns=0.25
ctsHoldBuffers=0

[job]
log.warning_count=50
cap_violations=0

[min_path]
hp-start=SR_reg$_SDFFE_PP0P_
worstHoldPathType=reg -> reg

==> per-layer routing <==
metal  up-vias  share of wire
met2       203           0.46
met5         -              0
met1      2376           0.46
met3        22          0.065
li1       2522              -
met4         0          0.012
==> layout by cell type, fill, tap and decap left out, types with 5 or more instances in the layout <==
cell type        count
a21oi_1             55
a31oi_1              7
fa_1                 6
o21bai_1            11
a311oi_1            11
nand2_1             72
buf_4                8
mux4_2               8
clkdlybuf4s50_1     50
ha_1                50
o211ai_1             5
a211oi_1            12
dfxtp_1             19
inv_1               57
o31ai_1             10
nor2b_1             11
and2_1              12
nor3_1              16
o21ai_0             41
nand2b_1            10
xnor2_1              9
nor2_1              62
nor4_1               8
mux2i_1             44
nand3_1             20
a21o_1              12
and3_1               9
==> metrics by stage <==
| stage | std cells | power [mW] | hold slack, ns |
|---|---|---|---|
| detailed placement | 848 | 0.909 | 0.481 |
| finish | 852 | 1.00 | 0.481 |
| global route | 852 | 1.09 | 0.533 |
| floorplan | 686 | 0.643 | 0.457 |
| CTS | 852 | 0.994 | 0.485 |
| global placement | 848 | 0.918 | 0.484 |
==> layout make-up <==
| type | count | area [um2] |
|---|---|---|
| fill | 1188 | 6110 |
| clock buffer | 4 | 78.8 |
| tap | 143 | 179 |
| timing repair buffer | 58 | 561 |
| sequential | 19 | 380 |
| multi-input combinational | 569 | 4040 |
| inverter | 59 | 221 |
==> tightest hold or removal path: cells and delay by family (launching register included) <==
family | cells | cell delay, ns
DFF | 1 | 0.30
and+or+nand+nor | 1 | 0.08
AOI/OAI and AO/OA | 1 | 0.05
==> power by group through the flow <==
stage,logic (mW),registers (mW),clock network [mW]
CTS,0.806,0.106,0.0825
finish,0.818,0.106,0.0808
global route,0.893,0.109,0.0856
==> kinds of logic (layout without fill, tap and decap cells) <==
logic type / count (synthesis) / count (layout) / share of synthesized area
AOI/OAI and AO/OA: 199 / 199 / 0.276
xor gates and xnor gates: 12 / 12 / 0.0218
adders and majority gates: 56 / 56 / 0.155
buffers and inverters: 98 / 121 / 0.0819
DFF: 19 / 19 / 0.0791
muxes: 55 / 55 / 0.136
and+or+nand+nor: 247 / 247 / 0.250
==> Yosys cell counts (10+ instances only) <==
master,count
a211oi_1,12
nor3_1,16
ha_1,50
a21o_1,12
dfxtp_1,19
nand2b_1,10
nand2_1,72
nand3_1,20
nor2_1,62
o31ai_1,10
o21ai_0,41
a311oi_1,11
a21oi_1,55
and2_1,12
mux2i_1,44
o21bai_1,11
inv_1,57
clkbuf_1,27
nor2b_1,11
==> how the worst min path moves through the flow <==
stage	endpoint	slack, ns	depth (start not counted)
4_1_cts	SR_reg$_SDFFE_PP0P_	0.48	2
5_1_grt	ExpR_reg[0]$_SDFFE_PP0P_	0.53	2
6_report	SR_reg$_SDFFE_PP0P_	0.48	2
Power and IR drop assume default switching activity.
