### design/flow/config.mk
export PLATFORM = sky130hd
export DESIGN_NAME = b16fpmac
export DESIGN_NICKNAME = b16fpmac
export VERILOG_FILES = /design/flow/design.v
export SDC_FILE = /design/flow/constraint.sdc
export NUM_CORES = 4
export LEC_CHECK = 1
export CORE_UTILIZATION = 50
### design/flow/constraint.sdc
current_design b16fpmac

set clk_period 14.9
set clk_io_pct 0.2

create_clock -name clk0 -period $clk_period [get_ports {clk}]

set non_clock_inputs [all_inputs -no_clocks]
set_input_delay [expr $clk_period * $clk_io_pct] -clock clk0 $non_clock_inputs
set_output_delay [expr $clk_period * $clk_io_pct] -clock clk0 [all_outputs]
### design/flow/design.v
module b16fpadd (oprA, oprB, Result);         
    input [15:0] oprA, oprB;
    output reg [15:0] Result;
    reg SA, SB, SR;                  
    reg [4:0] ExpA, ExpB, ExpR;      
    reg [9:0] FracA, FracB, FracR;   
    reg [11:0] FracA_ext, FracB_ext;  
    reg [12:0] FracZ;
    reg [4:0] ExpDiff;
    integer i;
    reg [3:0] shift_amt;
    always @(*) begin
        SA = oprA[15];
        SB = oprB[15];
        ExpA = oprA[14:10];
        ExpB = oprB[14:10];
        FracA = oprA[9:0];
        FracB = oprB[9:0];
        FracA_ext = (ExpA == 0) ? {1'b0, FracA, 1'b0} : {1'b1, FracA, 1'b0};   
        FracB_ext = (ExpB == 0) ? {1'b0, FracB, 1'b0} : {1'b1, FracB, 1'b0};   
        if (ExpA > ExpB) begin
            ExpDiff = ExpA - ExpB;
            FracB_ext = FracB_ext >> ExpDiff;
            ExpR = ExpA;
        end else begin
            ExpDiff = ExpB - ExpA;
            FracA_ext = FracA_ext >> ExpDiff;
            ExpR = ExpB;
        end
        if (SA == SB) begin
            FracZ = FracA_ext + FracB_ext;
            SR = SA;
        end else begin
            if (FracA_ext >= FracB_ext) begin
                FracZ = FracA_ext - FracB_ext;
                SR = SA;
            end else begin
                FracZ = FracB_ext - FracA_ext;
                SR = SB;
            end
        end
        if (FracZ == 0) begin
            ExpR = 0;
            FracR = 0;
            SR = 0;
        end else begin
            casex (FracZ)
                13'b1xxxxxxxxxxxx: shift_amt = 0;
                13'b01xxxxxxxxxxx: shift_amt = 1;
                13'b001xxxxxxxxxx: shift_amt = 2;
                13'b0001xxxxxxxxx: shift_amt = 3;
                13'b00001xxxxxxxx: shift_amt = 4;
                13'b000001xxxxxxx: shift_amt = 5;
                13'b0000001xxxxxx: shift_amt = 6;
                13'b00000001xxxxx: shift_amt = 7;
                13'b000000001xxxx: shift_amt = 8;
                13'b0000000001xxx: shift_amt = 9;
                13'b00000000001xx: shift_amt = 10;
                13'b000000000001x: shift_amt = 11;
                13'b0000000000001: shift_amt = 12;
                default: shift_amt = 13;
            endcase
            FracZ = FracZ << shift_amt;
            ExpR = ExpR - shift_amt + 1;
            FracR = FracZ[11:2];
        end
        Result = {SR, ExpR, FracR};
    end
endmodule
module b16fpmac (
    input clk,
    input rst,
    input valid,
    input [15:0] oprA,
    input [15:0] oprB,
    output reg [15:0] Result
);
    reg [15:0] sum_reg;
    wire [15:0] mul_result;
    wire [15:0] add_result;
    reg [15:0] im_result;
    reg im_valid;
    b16fpmul mul (.oprA(oprA), .oprB(oprB), .Result(mul_result));
    b16fpadd add (.oprA(sum_reg), .oprB(im_result), .Result(add_result));
    always @(posedge clk) begin
        if (rst) begin
            sum_reg <= 16'h0000;
        end else if (im_valid) begin
            sum_reg <= add_result;
        end
    end
    always @(posedge clk) begin
        if (rst) begin
            im_valid <= 0;
            im_result <= 16'h0000;
        end else begin
            im_valid <= valid;
            im_result <= mul_result;
        end
        Result <= sum_reg;
    end
endmodule
module b16fpmul (oprA, oprB, Result);         
    input [15:0] oprA, oprB;
    output reg [15:0] Result;
    reg SA, SB, SR;                  
    reg [4:0] ExpA, ExpB, ExpR;      
    reg [5:0] ExpZ;
    reg [9:0] FracA, FracB, FracR;   
    reg [21:0] FracZ;                
    always @(*) begin
        SA = oprA[15];
        SB = oprB[15];
        ExpA = oprA[14:10];
        ExpB = oprB[14:10];
        FracA = oprA[9:0];
        FracB = oprB[9:0]; 
        SR = SA ^ SB;
        FracZ = {1'b1, FracA} * {1'b1, FracB};
        ExpZ = ExpA[4:0] + ExpB[4:0];
        ExpZ = ExpZ - 15;
        ExpR = FracZ[21] ? ExpZ + 1 : ExpZ;
        FracR = FracZ[21] ? FracZ[20:11] : FracZ[19:10];
        Result = ExpZ[5] ? 16'b0 : {SR, ExpR[4:0], FracR};
    end
endmodule
### design/flow/run.sh
#!/bin/bash
# OpenROAD 26Q1-2900-gdf79404cd8, Yosys 0.63+post, stock flow scripts
make -C /OpenROAD-flow-scripts/flow DESIGN_CONFIG=/design/flow/config.mk WORK_HOME=/design/flow/orfs finish
==> run summary <==
All-Layer GR Usage -> 0.2731
Crit-path slowest cell -> a2bb2oi_2
Post-CTS setup buffer count -> 0
Post-synth top flop -> dfxtp_1
Top cells by count -> nand2_1 (155), inv_1 (136), ha_1 (117), fa_1 (86), nor2_1 (76)
IO Port Bufs -> 50
Sequential cell area -> 980.9 um^2
Setup WS post-layout -> 5.254 ns
Register bit count reported by yosys -> 49
Routed WL -> 25120 um
Hpwl dp -> 20810 um
R2R setup slack -> 5.25 ns
Post-route DRC -> 0
Antenna-violating nets left -> 0
Outcome -> finished clean
TritonRoute pass-1 iters -> 5
Setup WS pre-CTS -> 5.049 ns
Initial antenna violation count -> 0
Setup_tns -> 0 ns
Synth Seq Share -> 0.1004
Slew at the pin with the worst max-slew slack -> 0.7881 ns
Syn avg cell area -> 8.246 um^2
Maximum clock path buffer count -> 2
First-pass GRT wire length -> 41530 um
Final Max Tran Viols -> 0
H-Tree Depth -> 2
Ant. Diodes -> 0
Pin count of the biggest net entering global routing -> 38
CP dominant cell by count -> a21oi_1
Vias -> 8260
Fin crit period -> 9.646 ns
R2r endpoint -> sum_reg[14]
CTS tree -> built
CTS clk-pin slew, worst paths -> 0.07 ns
Max-cap violations -> 0
Worst R2R Start -> im_result[12]
Cell count after synthesis -> 1185
GP Congestion -> 0.9428
# clock sinks -> 49
Fraction of layout cells with a size suffix above 1 -> 0.05731
Top cells by area -> fa_1 (18%), ha_1 (15%), dfxtp_1 (10%)
CTS-repair resized insts -> 0
Hold Path Class -> reg -> reg
Rel. slew slack -> 0.4596
Crit Path Category -> reg -> reg
Unrepaired setup endpoints after global routing -> no
Final Util -> 0.5599
Req. time, crit path -> 15.12 ns
Yosys top cell by instances -> nand2_1
Routed wire per std cell -> 17.16 um
CP arrival -> 9.86 ns
Clock skew -> 0.005085 ns
Chip Area -> 20110 um^2
YS warnings -> 3
Synth-to-layout area growth -> 8.605%
FMAX -> 103.7 MHz
Gr ovfl total -> 0
Type of element capturing the critical path -> flip-flop
Number of DRC markers in iteration 0 -> 502
Clock latency (worst-skew pair) -> 0.29 ns
Buf/Inv on CP -> 4
Tcrit/Tclk final -> 0.6474
Hold path cells -> 0
Hold_sp -> sum_reg[15]
Dominant cell type by area after synthesis -> fa_1
Final hold violations -> 0
Layout filler cell count -> 1794
Hold endpoint -> Result[15]
Ys async rst share -> 0
Placeable Area -> 18960 um^2
Crit-path max FO -> 34
Setup violators final -> 0
Ys cells -> 1185
Critical path's top delay family -> AND-OR/OR-AND gates
Kind of start point of the critical path -> flip-flop
Area leader share -> 0.1762
Cts bufs inserted -> 5
Mapped cell area -> 9772 um^2
Log Warnings -> 52
Io pins -> 51
Slowest stage delay, CP -> 0.69 ns
Clk root buf -> clkbuf_16
Die Wd -> 141.8 um
YS chip area -> 9772 um^2
Count of library flops with an enable pin -> 0
Row cnt -> 50
Vias in the first global route -> 8071
Worst R2R Path Depth -> 39
Vias/cell -> 5.642
Pre-Place Util -> 0.5155
Die y size -> 141.8 um
# hold bufs at CTS -> 0
Comb gate area -> 8079 um^2
Number of library cell types mapped by synthesis -> 98
[through the flow]
step	cells	hold WS, ns	cell area [um^2]
after CTS	1464	0.4152	10610
after detailed placement	1456	0.4061	10440
after global routing	1464	0.4262	10610
after floorplan	1185	0.3727	9772
final	1464	0.4134	10610
after global placement	1456	0.4126	10440
[logic make-up (layout without fill, tap and decap cells)]
| kind of cell | count (synthesis) | count (layout) | synth area share |
|---|---|---|---|
| adder cells (fa/ha/maj) | 203 | 203 | 0.3260 |
| flip-flops | 49 | 49 | 0.1004 |
| AND/OR/NAND/NOR | 420 | 420 | 0.2124 |
| XOR/XNOR | 36 | 36 | 0.03457 |
| AND-OR/OR-AND | 248 | 248 | 0.1884 |
| multiplexers | 48 | 48 | 0.06466 |
| buffers and inverters | 181 | 200 | 0.07362 |
[layer usage]
metal | global-route usage | vias up | wire length [um]
li1 | - | 4087 | -
met2 | 0.4405 | 185 | 11880
met4 | 0.05999 | 0 | 618
met1 | 0.4079 | 3955 | 11650
met3 | 0.03197 | 33 | 971
met5 | 0 | - | 0
[worst register-to-register path, delay by kind of cell (launching register included)]
kind	cells	cell delay [ns]
buffers and inverters	4	0.84
xor gates and xnor gates	2	0.45
DFF	1	0.39
muxes	2	0.41
adders and majority gates	4	1.60
AOI/OAI and AO/OA	17	4.20
and+or+nand+nor	10	1.69
[cell type report]
class | count | area share
Timing Repair Buffer | 56 | 0.05140
Sequential cell | 49 | 0.09243
Clock buffer | 5 | 0.01179
Inverter | 136 | 0.04810
Clock inverter | 3 | 0.004362
Multi-Input combinational cell | 955 | 0.7613
Tap cell | 260 | 0.03065
[worst max-delay path by stage]
| stage | depth (start not counted) | startpoint | end |
|---|---|---|---|
| 4_1_cts | 27 | oprB[4] | im_result[13] |
| 5_1_grt | 36 | im_result[12] | sum_reg[14] |
| 6_report | 39 | im_result[12] | sum_reg[14] |
[placed cells by master, fill, tap and decap left out, types with 5 or more instances in the layout]
cell               n
a211o_1            5
a211oi_1          16
a21o_1            19
a21oi_1           65
a221oi_1           5
a31oi_1            8
and2_1            71
and3_1             9
buf_4              6
clkbuf_16          5
clkdlybuf4s50_1   50
dfxtp_1           49
fa_1              86
ha_1             117
inv_1            136
mux2i_1           32
mux4_2             8
nand2_1          155
nand2b_1           9
nand3_1           28
nor2_1            76
nor2b_1           11
nor3_1            19
nor4_1             5
o211ai_1           6
o21a_1            10
o21ai_0           29
o21ai_1            8
o21bai_1           5
o22ai_1            6
o31ai_1            9
or3_1              8
xnor2_1           24
xor2_1             8
